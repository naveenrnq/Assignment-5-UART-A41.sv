<file path="design/flow/run.sh">
#!/bin/bash
# OpenROAD 26Q1-2900-gdf79404cd8, Yosys 0.63+post, stock flow scripts
make -C /OpenROAD-flow-scripts/flow DESIGN_CONFIG=/design/flow/config.mk WORK_HOME=/design/flow/orfs finish
</file>
<file path="design/flow/config.mk">
export PLATFORM = sky130hd
export DESIGN_NAME = uarttx
export DESIGN_NICKNAME = uarttx
export VERILOG_FILES = /design/flow/design.v
export SDC_FILE = /design/flow/constraint.sdc
export NUM_CORES = 4
export LEC_CHECK = 1
export CORE_UTILIZATION = 40
</file>
<file path="design/flow/constraint.sdc">
current_design uarttx

set clk_period 4.8
set clk_io_pct 0.2

create_clock -name clk0 -period $clk_period [get_ports {clk}]

set non_clock_inputs [all_inputs -no_clocks]
set_input_delay [expr $clk_period * $clk_io_pct] -clock clk0 $non_clock_inputs
set_output_delay [expr $clk_period * $clk_io_pct] -clock clk0 [all_outputs]
</file>
<file path="design/flow/design.v">
module uarttx
#(
parameter clk_freq = 1000000,
parameter baud_rate = 9600
)
(
input clk,rst,
input newd,
input [7:0] tx_data,
output reg tx,
output reg donetx
);
  localparam clkcount = (clk_freq/baud_rate);  
integer count = 0;
integer counts = 0;
reg uclk = 0;
enum bit[1:0] {idle = 2'b00, start = 2'b01, transfer = 2'b10, send_parity = 2'b11} state;
  always@(posedge clk)
    begin
      if(count < clkcount/2)
        count <= count + 1;
      else begin
        count <= 0;
        uclk <= ~uclk;
      end 
    end
  reg [7:0] din;
  reg parity = 0;  
  always@(posedge uclk)
    begin
      if(rst) 
      begin
        state <= idle;
      end
     else
     begin
     case(state)
       idle:
         begin
           counts <= 0;
           tx <= 1'b1;
           donetx <= 1'b0;
           if(newd) 
           begin
             state <= transfer;
             din <= tx_data;
             tx <= 1'b0; 
             parity <= ~^tx_data; 
           end
           else
             state <= idle;       
         end
      transfer: begin 
        if(counts <= 7) 
        begin
           counts <= counts + 1;
           tx     <= din[counts];
           state  <= transfer;
        end
        else 
        begin
           counts <= 0;
           tx     <= parity;
           state  <= send_parity;
        end
      end
      send_parity: 
      begin
      tx     <= 1'b1;
      state  <= idle;
      donetx <= 1'b1;
      end
      default : state <= idle;
    endcase
  end
end
endmodule
</file>
==> flow_metrics.tcl <==
# implementation run metrics
set metrics [dict create \
    crit-reg2reg-capture "count[24]" \
    warning_count 25 \
    vias 2516 \
    clock-root-buffer "clkbuf_8" \
    worst_ep_arrival_time_ns 1.99 \
    drive_gt1_frac 0.0866 \
    edf_count 44 \
    relSlewSlack 0.496 \
    synth.top_cell.area_share 0.339 \
    synth_adder_area_share 0.00643 \
    worstHoldPathType "reg -> reg" \
    hpwlAfterDp_mm 4.46 \
    fin_worst_skew_ns 0.00599 \
    boundaryPins 13 \
    clk_pin_slew_worst_paths_ns 0.07 \
    synth.cellmix.compoundShare 0.0312 \
    drcViolationCount 0 \
    worst_pin_slew_ns 0.750 \
    routed_wl_mm 6.25 \
    hold_viol 0 \
    top_logic_kind "simple AND/OR/NAND/NOR gates" \
    postRouteAntennaNets 0 \
    grt_overflow 0 \
    critical_path_class "reg -> reg" \
    die_h_um 101 \
    cts_buffers 5 \
    initCoreUtil 0.417 \
    netlist_area_um2 3890 \
    leakage_nw 1.52 \
    crit_slowest_cell "nor4_4" \
    drt_iter0_drc 77 \
    crit_path_end_kind "register" \
    top_cells_by_area "edfxtp_1, dfxtp_1, xor2_1" \
    cts_tree "built" \
    yosysSeqAreaShare 0.519 \
    ys_sh_simple 0.267 \
    finalSetupViolCount 0 \
    rows 35 \
    yosysTopAreaCell "edfxtp_1" \
    unclocked_regs 46 \
    cp_max_fo 8 \
    insertedDiodeCount 0 \
    stdcell_area_um2 4260 \
    synth-seq-cells 79 \
    grtUsageTotal 0.135 \
    mux_area_frac 0.0141 \
    p_per_area_nw_per_um2 126 \
    rrSetupSlack_ns 2.98 \
    ctsHoldBuffers 0 \
    crit_path_max_incr_delay_ns 0.53 \
    fp.coreArea_um2 9330 \
    status "finished, final reports clean" \
    synthCells 367 \
    yosysUniqueCellTypes 44 \
    rr_worst_depth 6 \
    rsz0062_at_grt "false" \
    report.final.slew_viol_count 0 \
    syn2layout_area_growth_pct 9.48 \
    grt_max_degree 47 \
    ys_chip_area_um2 3890 \
    vias_per_cell 4.93 \
    grt_pass1_vias 2381 \
    io_buffer_count 12 \
    dpl_cell_area_um2 4160 \
    crit_chain "ha_1, nand3_1, nor4_4, nand4_1, xor2_1, nor2_1" \
    cp.required_ns 4.97 \
    period_used_share 0.378 \
    start_kind "register" \
    synth_warnings 1 \
    reg2reg_from "count[0]" \
    h-tree-depth 2 \
    fin_crit_ns 1.82 \
    wire_per_inst_um 12.3 \
    synthXorXnorAreaFrac 0.137 \
    synthArstFlopShare 0 \
    tns_ns 0 \
    yosys_cells 367 \
    ir_drop_mv 0.268 \
    timing.fmax_mhz 550 \
    critPathTopFamily "simple AND/OR/NAND/NOR gates" \
    ctsResizeCount 0 \
    die-area_um2 10100 \
    syn_avg_cell_area_um2 10.6 \
    drt_pass1_iterations 6 \
    critPathBufInv 0 \
    antenna_found_initial 0 \
    clock.latency.late_pin_ns 0.28 \
    stdcell_count 510 \
    worstHoldStart "count[0]" \
    untimed_endpoints 91 \
    cts_setup_buffers 0 \
    holdPathEnd "count[0]" \
    die_w_um 101 \
    flop_cell "edfxtp_1" \
    drv_cap 0 \
    grt_pass1_wl_mm 10.9 \
    gp_congestion 0.795 \
    hold_depth 1 \
    cts_buffer_depth 2 \
    place_inst 502 \
]
-- worst max-delay path by stage --
stage	depth (start not counted)	end	start	slack (ns)
final	6	count[24]	count[0]	2.98
after global routing	6	count[18]	count[0]	2.80
after CTS	6	count[24]	count[0]	2.96
-- cell usage after synthesis, types with 2 or more instances --
cell      number
xnor2_1       26
and3_1        12
o21ai_0        4
and2_1         2
a21oi_1        6
nor3_1         4
and4_1         7
nand2_1       19
edfxtp_1      44
nand4_1       13
xor2_1        35
dfxtp_1       35
nor4_4         4
mux4_2         2
a31oi_1        2
or3_1          3
nor2_1        69
nor4_1        14
o21a_1         2
and4_4         2
nand3_1       23
clkbuf_1       7
buf_6          3
inv_1          8
ha_1           2
-- power breakdown --
part	switching, mW	total [mW]	leakage [nW]	internal, mW
combinational	0.0133	0.0288	0.759	0.0156
clock	0.0957	0.225	0.0542	0.129
sequential	0	0.281	0.711	0.281
total	0.109	0.535	1.52	0.426
-- logic make-up after synthesis --
group / count (synthesis)
adders and majority gates: 2
muxes: 3
AOI/OAI and AO/OA: 19
buffers and inverters: 19
xor gates and xnor gates: 61
DFF: 79
and+or+nand+nor: 184
-- registers in the layout, indices dropped and copies added, names as in the netlist --
signal / count
tx: 1
count: 32
state: 3
uclk: 1
counts: 32
din: 8
donetx: 1
parity: 1
-- cell type report --
cell class,instances,area [µm²]
Fill cell,856,5070
Sequential cell,79,2020
Multi-Input combinational cell,269,1790
Tap cell,129,161
Timing Repair Buffer,17,158
Clock buffer,7,96.3
Inverter,8,30.0
Clock inverter,1,5.00
-- through the flow --
step	util	setup WS, ns	power, mW	hold slack [ns]
global route	0.457	2.80	0.561	0.501
detailed placement	0.446	2.98	0.317	0.451
global placement	0.446	2.98	0.316	0.445
CTS	0.457	2.96	0.544	0.466
floorplan	-	3.18	0.302	0.430
finish	0.457	2.98	0.535	0.464
-- worst register-to-register path, delay by kind of cell, from the launching register on --
kind / cells / cell delay, ns
flip-flops: 1 / 0.37
AND/OR/NAND/NOR: 4 / 1.00
adder cells (fa/ha/maj): 1 / 0.20
XOR/XNOR: 1 / 0.16
-- cells in the final DEF, fill, tap and decap left out, types with 2 or more instances in the layout --
master / netlist / final
a21oi_1: 6 / 5
a31oi_1: 2 / 2
and2_1: 2 / 2
and3_1: 12 / 12
and4_1: 7 / 7
and4_4: 2 / 2
buf_4: 0 / 5
clkbuf_8: 0 / 7
clkdlybuf4s50_1: 0 / 12
dfxtp_1: 35 / 35
edfxtp_1: 44 / 44
ha_1: 2 / 2
inv_1: 8 / 8
mux4_2: 2 / 2
nand2_1: 19 / 19
nand3_1: 23 / 23
nand4_1: 13 / 13
nor2_1: 69 / 68
nor2_2: 1 / 2
nor3_1: 4 / 4
nor4_1: 14 / 14
nor4_4: 4 / 4
o21a_1: 2 / 2
o21ai_0: 4 / 4
or3_1: 3 / 3
xnor2_1: 26 / 26
xor2_1: 35 / 35
-- routing by layer --
layer	global-route usage	vias to the layer above	part of all wire
li1	-	1332	-
met1	0.219	1159	0.52
met2	0.215	20	0.45
met3	0.0169	5	0.020
met4	0.00892	0	0.0067
met5	0	-	0
Power and IR drop assume default switching activity.
